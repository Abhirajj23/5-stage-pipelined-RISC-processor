### flow/design.v
`timescale 1ns / 1ps
module Instruction_memory( input [31:0]pc,
    input clk_e,reset,
    output [31:0]Instruction_Code);
    reg [7:0]mem[31:0];    
always@(reset)
    if (reset==0)
        begin
         mem[0]=8'h03; mem[1]=8'hfe;mem[2]=8'h18;mem[3]=8'h3f;
          mem[4]=8'h0;mem[5]=8'h0;mem[6]=8'h0;mem[7]=8'h3f;
          mem[8]=8'h0;mem[9]=8'h0;mem[10]=8'h0;mem[11]=8'h3f;
            mem[12]=8'h0;mem[13]=8'h0;mem[14]=8'h0;mem[15]=8'h3f;
            mem[16]=8'h8c;mem[17]=8'h01;mem[18]=8'h00;mem[19]=8'h00;
            mem[20]=8'hac;mem[21]=8'h61;mem[22]=8'h0;mem[23]=8'h0;  
          end
        assign Instruction_Code = {mem[pc], mem[pc+1], mem[pc+2], mem[pc+3]};
endmodule
### flow/config.mk
export PLATFORM = sky130hd
export DESIGN_NAME = Instruction_memory
export DESIGN_NICKNAME = Instruction_memory
export VERILOG_FILES = /design/flow/design.v
export SDC_FILE = /design/flow/constraint.sdc
export NUM_CORES = 4
export LEC_CHECK = 1
export CORE_AREA = 10 10 83 83
export DIE_AREA = 0 0 93 93
### flow/run.sh
#!/bin/bash
# OpenROAD 26Q1-2900-gdf79404cd8, Yosys 0.63+post, stock flow scripts
make -C /OpenROAD-flow-scripts/flow DESIGN_CONFIG=/design/flow/config.mk WORK_HOME=/design/flow/orfs finish
### flow/constraint.sdc
current_design Instruction_memory

set clk_period 2.1
set clk_io_pct 0.2

create_clock -name clk0 -period $clk_period

set non_clock_inputs [all_inputs -no_clocks]
set_input_delay [expr $clk_period * $clk_io_pct] -clock clk0 $non_clock_inputs
set_output_delay [expr $clk_period * $clk_io_pct] -clock clk0 [all_outputs]
==> results_dict.tcl <==
# metrics dict for downstream scripts
set metrics [dict create \
    outcome "finished, violations left" \
    failed_checks "negative setup slack" \
    crit_arrival_ns 1.89 \
    area_growth_syn_to_layout_pct 118 \
    worst_slew_margin_rel 0.778 \
    synthCells 205 \
    gr-total-overflow 0 \
    synth.yosys.seq_area_share 0 \
    power.density_cell_area_nw_per_um2 252 \
    wire_length_of_the_first_global_routing_pass_um 10500 \
    totalWireLength_um 6920 \
    log.warning_count 64 \
    die-height_um 93 \
    maxClockFrequency_mhz 432 \
    placed_wire_length_estimate_after_detailed_placement_um 3810 \
    routed-via-count 2154 \
    insertedDiodeCount 0 \
    sequential_cell_total 0 \
    final_antenna_net_count 0 \
    timing.max_cap.violations 0 \
    p_leak_nw 1.32 \
    fin_tns_setup_ns -1.42 \
    timing_worst_slew_pin_value_ns 0.332 \
    chip_width_um 93 \
    clkbuf_count 0 \
    fin_crit_sh 1.10 \
    ir_worst_vdd_uv 131 \
    sw_frac_of_total 0.452 \
    drtIter0Drc 248 \
    cp-start-kind "input pin" \
    power_frac_seq 0 \
    first_global_vias 2107 \
    drtPass1Iterations 5 \
    yosys_warnings 66 \
    combinationalPowerShare 1.000 \
    postSynthAreaPerCell_um2 6.64 \
    critical_path_class "input pin to primary output" \
    grt_setup_unrepaired "yes" \
    cts.hold.buffers_added 0 \
    grt_max_degree 38 \
    dominant_cell_area_share 0.0588 \
    synth.yosys.chip_area_um2 1360 \
    critical_path_required_ns 1.68 \
    core_region_area_um2 5140 \
    final_max_slew_viol_count 0 \
    synth.yosys.num_cells 205 \
    hold_slack_ns 1.37 \
    detail_route.vias_per_cell 5.64 \
    crit_fanout 5 \
    routabilityCongestion 0.896 \
    hold_violations 0 \
    number_of_antenna_violations_at_the_first_check_in_global_routing 0 \
    floorplan.core_util 0.265 \
    floorplan.die_area_um2 8650 \
    synth.top_cells.by_area "o21ai_1 5.9%, a21oi_1 5.5%, buf_4 5.5%" \
    final_critical_path_setup_slack_ns -0.213 \
    register_area_um2 0 \
    buffer_ports.inserted 37 \
    finalCoreUtilization 0.577 \
    pin_count 66 \
    min_period_ns 2.31 \
    yosys.area.top_type "o21ai_1" \
    cp-end-kind "primary output" \
    cell_internal_pwr_mw 0.409 \
    fp-row-count 26 \
    post_synth_num_cell_types 60 \
    top_cell "o21ai_1" \
    drc_errors 0 \
    netSwitchingPower_mw 0.337 \
    groute.usage.overall 0.142 \
    clock_power_share 0 \
    top_cells_by_count "16 x o21ai_1, 15 x a21oi_1, 14 x nand2_1" \
    drive_above_1_share 0.635 \
    syn_area_um2 1360 \
    worstHoldPathType "input pin to primary output" \
    routed_wire_length_per_instance_um 18.1 \
    final-setup-viol-count 18 \
    pre_cts_slack_ns -0.978 \
]
-- final timing paths --
path,startpoint,end,cells after the start
worst max-delay path,pc[2],Instruction_Code[1],9
worst min-delay path,pc[0],Instruction_Code[0],4
-- final cells by class --
cell class,count,area (µm²)
fill,398,2180
multi-input combinational,173,1620
inverter,8,32.5
timing repair buffer,131,1220
tap,70,87.6
-- stage by stage --
stage / power (mW) / cells / area [µm²]
floorplan: 0.261 / 205 / 1370
global placement: 0.507 / 344 / 2100
detailed placement: 0.507 / 344 / 2100
CTS: 0.654 / 375 / 2750
global route: 0.792 / 382 / 2960
finish: 0.746 / 382 / 2960
-- layer usage --
| metal | wire (µm) | global-route usage |
|---|---|---|
| met5 | 0 | 0 |
| met4 | 64 | 0.0141 |
| met3 | 585 | 0.0218 |
| met2 | 3040 | 0.233 |
| met1 | 3240 | 0.199 |
-- power by group through the flow --
| stage | logic, mW | clock network [mW] | registers [mW] |
|---|---|---|---|
| after CTS | 0.654 | 0 | 0 |
| after global routing | 0.792 | 0 | 0 |
| final | 0.746 | 0 | 0 |
-- what timing repair did --
item,in CTS,in global routing
gates resized,200,52
setup endpoints to repair,32,30
buffers inserted,29,9
endpoints found under the hold margin,0,0
cloned,2,0
pin swaps,48,36
-- cells by family after synthesis --
kind of cell / synth area share
adders and majority gates: 0.0423
buffers and inverters: 0.135
AOI/OAI and AO/OA: 0.476
muxes: 0.0147
xor gates and xnor gates: 0.0754
and+or+nand+nor: 0.256
-- critical path: stages --
cell and delay (ns):
buf_8 0.10, buf_6 0.13, ha_4 0.19, a2111oi_4 0.41, buf_4 0.18, nand2_2 0.05, a31oi_1 0.22, a21o_1 0.11
buf_2 0.09
-- cell usage in the layout (no fill, tap or decap), drive strengths merged, types with 3 or more instances in the layout --
master and n:
buf 122, o21ai 21, a21oi 16, nand2 15, nor2 13, nand2b 9, inv 8, xnor2 8
a31oi 6, o22ai 6, a21o 5, nand3 5, o221ai 4, nand4 3, o21a 3, o31ai 3
ha 3, dlygate4sd2 3, o2111ai 3, a2bb2oi 3, nor2b 3, a211oi 3
No activity file was given, so power comes from the tool's default toggle rates.
