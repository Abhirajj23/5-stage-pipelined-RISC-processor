==> ./config.mk <==
export PLATFORM = sky130hd
export DESIGN_NAME = Execution
export DESIGN_NICKNAME = Execution
export VERILOG_FILES = /design/flow/design.v
export SDC_FILE = /design/flow/constraint.sdc
export NUM_CORES = 4
export LEC_CHECK = 1
export CORE_UTILIZATION = 30
==> ./constraint.sdc <==
current_design Execution

set clk_period 28.8
set clk_io_pct 0.2

create_clock -name clk0 -period $clk_period

set non_clock_inputs [all_inputs -no_clocks]
set_input_delay [expr $clk_period * $clk_io_pct] -clock clk0 $non_clock_inputs
set_output_delay [expr $clk_period * $clk_io_pct] -clock clk0 [all_outputs]
==> ./design.v <==
`timescale 1ns / 1ps
module Execution (input [1:0] ALUsrc_in,
input RegDst_in,
input [31:0] Read_Data_1_in,Read_Data_2_in,
input [4:0] Rd_in,Rt_in,
input [31:0] Sign_extended_in,PC_in,
input [27:0]Sign_exe_jump_in,
input [3:0] ALU_control,
input [1:0] Forward_Rs,Forward_Rt,
input [31:0]ALU_Results1,Write_data,
output reg Zero,
output reg [31:0] out,W,
output[31:0]PC_ext,
output reg [4:0] Rd_out,
output reg amul
 );
reg [31:0] A,B;
parameter C1=4'b0000, C2=4'b0001, C3=4'b0010, C4=4'b0100, C5=4'b1000 , C6=4'b0110;
parameter D1=2'b00, D2=2'b01, D3=2'b10;
assign PC_ext={PC_in[31:28],Sign_exe_jump_in};
always@(*)
begin
case (Forward_Rs)
         D1:   A=Read_Data_1_in;
         D2:   A=ALU_Results1;
         D3:   A=Write_data;
    endcase  
     case (Forward_Rt)
         D1:  begin
                 W=Read_Data_2_in;
                 B=ALUsrc_in ? Sign_extended_in : W;
              end
         D2:  begin
                W=ALU_Results1;
                B=ALUsrc_in ? Sign_extended_in : W;
              end
         D3:   begin
                W=Write_data;
                B=ALUsrc_in ? Sign_extended_in : W;
              end
    endcase    
  begin
        if (RegDst_in)
        Rd_out=Rd_in;
        else
        Rd_out=Rt_in;
  end      
case(ALU_control)
   C1: begin out=  ~(A | B);
                amul = 1'b0; end
   C2: begin out= A<B ? 1 : 0 ;
            amul = 1'b0; end
   C3: begin out= A + B;
             amul = 1'b0; end
   C4: begin out= A * B;
            amul = 1'b1; end
   default: begin  out = 32'd0;
                    amul = 1'b0; end
endcase
    Zero=~|out;
 end
endmodule
==> ./run.sh <==
#!/bin/bash
# OpenROAD 26Q1-2900-gdf79404cd8, Yosys 0.63+post, stock flow scripts
make -C /OpenROAD-flow-scripts/flow DESIGN_CONFIG=/design/flow/config.mk WORK_HOME=/design/flow/orfs finish
==> run summary <==
Item: results of the latest flow run.

- The layout overhead on the synthesized area is 15.1%.
- The synthesized netlist handed to floorplanning was reported with a cell count of 2834.
- The most frequent cell after synthesis is sky130_fd_sc_hd__inv_1.
- The detailed-route via count is 20649.
- The synthesized area divided by synthesized cell count is 8.35 sq um.
- According to the I/O placement log, the pin count is 344.
- Before CTS, the worst setup slack after placement is 5860 ps.
- The worst setup path is captured at a primary output.
- The initial antenna violation count is 0.
- The leading area contributor after synthesis is sky130_fd_sc_hd__fa_1.
- The floorplan step defined a core boundary enclosing 77700 sq um.
- The stage logs contain a warning count of 127.
- The total overflow reported by the global router is 0.
- The buffer_ports step reported a buffer count of ~250.
- The yosys stat cell total is 2834.
- The chip area from the yosys synthesis statistics is 23700 sq um.
- For this run, the detailed router reports a per-instance via density of 5.14.
- The worst-path cell with the longest stage delay is sky130_fd_sc_hd__or4_1.
- The number of unconstrained endpoints is 128.
- The number of antenna cells inserted is 0.
- The final layout reports a setup TNS of 0 ps.
- The routed design could run at a clock period as short as 23220 ps.
- The count of instances resized after the clock tree is built is 0.
- The final hold violation count recorded for this run is 0.
- The dominant cell type by count on the critical path is sky130_fd_sc_hd__fa_1.
- The number of setup buffers added after CTS is 0.
- Across all checked pins, the minimum headroom to the slew limit is 0.354.
- Setup repair after global routing left no endpoint under its margin.
- For this block, the initial DRC count from the detailed router was 1318.
- The overall fraction of global-route tracks in use is 0.243.
- The horizontal die size is about 280 microns.
- Timing would allow up to 43.1 MHz.
- The last timing report of the flow puts the setup violation total at 0.
- The final layout contains routed wiring with a total length of 90100 microns.
- According to the floorplan log, the row count is 102.
- For this run, the number of Yosys warnings is 65.
- The count of hold-fix buffers inserted at cts is 0.
- Per STA, the endpoint of the critical path is Zero.
- The final period utilization is 0.806.
- Max-cap violations in this run came to 0.
- For reference, the final report shows the max-slew violation count at 0.
- The arrival time of data at the worst endpoint is listed as about 17000 ps.
- The global placement routability congestion is between 1 and 1.5.
- The kind of path behind the tightest hold check is input port to primary output.
- The largest fanout of any net on the critical path is 34.
- After filler insertion, the fill cell instance count of the layout stands at 8068.
- The via count of the first global-routing pass is 21398.
- The area share of the largest cell type after synthesis is 0.346.
- The floorplan utilization is 0.304.
- Per STA, the highest per-stage delay on the worst path measures 700 ps.
- Of all flip-flops after synthesis, the portion carrying an async set or reset was 0.
- The die boundary height is around 280 microns.
- The synthesized design contains 0 enable-type register cells.
- Of the cells placed in the final design, the portion with a size suffix greater than 1 is 0.0570.
- Ranked by instance count, the synthesized netlist is headed by sky130_fd_sc_hd__inv_1 (484), sky130_fd_sc_hd__fa_1 (409), sky130_fd_sc_hd__nor2_1 (398).
- The length of the first detailed-routing pass in iterations is 8.
- The commonest register cell is sky130_fd_sc_hd__dlxtn_1.
- The wire-length estimate of the detail-placed layout is 71300 microns.
- For reference, the critical path is launched at Forward_Rt[0].
- On the final layout, the worst hold slack is 11520 ps.
- For the worst setup path, the data required time is 23040 ps.
- The core occupancy in the finished layout is 0.350.
- The synthesized netlist contains 84 unique library cells.
- For this run, design rule violations remaining after detail routing come to 0.
- The transition time of the tightest slew-check pin is 969 ps.
- Once routing completed, OpenROAD measured the worst setup slack at 5580 ps.
- Entering global routing, the biggest net connects 65 pins.
- The timer found 96 register pins that no clock reaches; their paths are not timed.
- The run finished with clean final reports.
- The critical path start-end classification is input port to primary output.
- The worst setup path is launched from an input port.
- The area of the die is 80000 sq um.
- The mapped netlist covers 23700 sq um.
- The average routed wire per standard cell is 22.4 microns.
- The first global-routing pass estimated 137000 microns of wire.
- Sorting the synthesized cells by area gives the leading types as sky130_fd_sc_hd__fa_1 (35%), sky130_fd_sc_hd__ha_1 (12%), sky130_fd_sc_hd__inv_1 (7.7%).
- The synthesis stat section lists a flop and latch total of 96.
- The number of routed nets with antenna violations is 0.
## sequential cells by signal (all words and copies together), names as in the netlist
signal / cells
B: 32
W: 32
A: 32
## worst max-delay path: cells and delay by family
kind	cells	cell delay [ps]
buf+inv	9	2420
simple gates	7	3000
xor+xnor	1	200
compound gates	6	1740
fa+ha+maj	10	4260
## per-stage QoR
step	std cells	instance area [sq um]
3_5_place_dp	4020	27200
4_1_cts	4020	27200
6_report	4020	27200
3_3_place_gp	4020	27200
2_1_floorplan	2834	23700
5_1_grt	4020	27200
## cells by family after synthesis
logic type,share of synthesized area
simple gates,0.141
buf+inv,0.118
fa+ha+maj,0.464
compound gates,0.137
latches,0.0609
xor+xnor,0.0404
mux,0.0398
## routing by layer
layer  track usage  part of all wire  vias to the layer above
li1              -                 -                     9326
met1         0.330              0.41                    10146
met2         0.358              0.43                     1015
met3         0.111              0.13                      160
met4        0.0597             0.032                        2
met5       0.00427          0.000089                        -
## final cells by class
| type | instances | area [sq um] | share of cell area |
|---|---|---|---|
| tap | 1040 | 1300 | 0.0478 |
| sequential | 96 | 1440 | 0.0529 |
| inverter | 503 | 1890 | 0.0693 |
| timing repair buffer | 332 | 3100 | 0.114 |
| multi-input combinational | 2049 | 19500 | 0.716 |
## cell usage in the layout (no fill, tap or decap), drive strengths merged, types with 21 or more instances in the layout
| cell | synthesis | routed |
|---|---|---|
| nand3 | 21 | 21 |
| a22oi | 46 | 46 |
| inv | 490 | 490 |
| mux2 | 23 | 23 |
| mux2i | 45 | 45 |
| ha | 223 | 223 |
| o21a | 21 | 21 |
| o31ai | 70 | 70 |
| nor2 | 400 | 400 |
| fa | 409 | 409 |
| nand2 | 259 | 259 |
| buf | 93 | 84 |
| o21ai | 65 | 65 |
| dlxtn | 96 | 96 |
| clkdlybuf4s50 | 0 | 248 |
| xnor2 | 54 | 54 |
| a21oi | 96 | 96 |
## worst min path at each step
stage | start | to | slack [ps] | depth (start not counted)
after global routing | Sign_exe_jump_in[0] | PC_ext[0] | 11520 | 0
final | Sign_exe_jump_in[0] | PC_ext[0] | 11520 | 0
after CTS | Sign_exe_jump_in[0] | PC_ext[0] | 11520 | 0
