## design/flow/config.mk

```make
export PLATFORM = sky130hd
export DESIGN_NAME = Instruction_Decode
export DESIGN_NICKNAME = Instruction_Decode
export VERILOG_FILES = /design/flow/design.v
export SDC_FILE = /design/flow/constraint.sdc
export NUM_CORES = 4
export LEC_CHECK = 1
export CORE_AREA = 10 10 118 118
export DIE_AREA = 0 0 128 128
```

## design/flow/constraint.sdc

```tcl
current_design Instruction_Decode

set clk_period 1.3
set clk_io_pct 0.2

create_clock -name clk0 -period $clk_period

set non_clock_inputs [all_inputs -no_clocks]
set_input_delay [expr $clk_period * $clk_io_pct] -clock clk0 $non_clock_inputs
set_output_delay [expr $clk_period * $clk_io_pct] -clock clk0 [all_outputs]
```

## design/flow/design.v

```verilog
`timescale 1ns / 1ps
module Instruction_Decode(input clk, reset, RegWrite, 
input [31:0] PC_0,
input [4:0] Write_Reg_Num,
input [31:0] instruction,Write_data,
output [31:0] Reg_Data_1, Reg_Data_2, Sign_ext,
output [27:0] Sign_ext_jump,
output [5:0] function_code,
output [5:0] OpCode,
output [4:0] Rd, Rs, Rt,
output [31:0] PC_1 );
assign Sign_ext = {{16{instruction[15]}},instruction[15:0]};
assign Sign_ext_jump = {{2{instruction[25]}},instruction[25:0]};
assign OpCode = instruction[31:26];
assign Rs = instruction [25:21];
assign Rt = instruction [20:16];
assign Rd = instruction [15:11];
assign function_code = instruction [5:0];
assign PC_1 = {PC_0 [31:28], Sign_ext_jump};
Register_File RF (reset, RegWrite, Rs, Rt, Write_Reg_Num, Write_data, Reg_Data_1, Reg_Data_2);
endmodule
`timescale 1ns / 1ps
module Register_File(
    input reset, RegWrite,
    input [4:0] Read_Reg_Num_1,
    input [4:0] Read_Reg_Num_2,
    input [4:0] Write_Reg_Num,
    input [31:0] Write_Data,
    output [31:0] Read_Data_1,
    output [31:0] Read_Data_2
    );
    reg [31:0] RegMemory [31:0];
    assign Read_Data_1 = RegMemory[Read_Reg_Num_1];
    assign Read_Data_2 = RegMemory[Read_Reg_Num_2];
    always@(*)
        begin
            if (~reset) begin
            RegMemory[0]=32'h0;RegMemory[1]=32'h32;RegMemory[2]=32'h28;RegMemory[3]=32'h24;                                                                        
            RegMemory[4]=32'h20;RegMemory[5]=32'h16;RegMemory[6]=32'h12;RegMemory[7]=32'h8;                                    
            RegMemory[8]=32'h4;RegMemory[9]=32'h0;RegMemory[10]=32'h0;RegMemory[11]=32'h0;                                
            RegMemory[12]=32'h0;RegMemory[13]=32'h0;RegMemory[14]=32'h0;RegMemory[15]=32'h0;
            RegMemory[16]=32'h0;RegMemory[17]=32'h0;RegMemory[18]=32'h0;RegMemory[19]=32'h0;  
            RegMemory[20]=32'h0;RegMemory[21]=32'h0;RegMemory[22]=32'h0;RegMemory[23]=32'h0;  
            RegMemory[24]=32'h0;RegMemory[25]=32'h0;RegMemory[26]=32'h0;RegMemory[27]=32'h0;
            RegMemory[28]=32'h0;RegMemory[29]=32'h0;RegMemory[30]=32'h4;RegMemory[31]=32'h7;
            end
        end
    always@(*) 
        begin
            if (RegWrite)                
                RegMemory[Write_Reg_Num] =  Write_Data;
        end
endmodule 
```

## design/flow/run.sh

```bash
#!/bin/bash
# OpenROAD 26Q1-2900-gdf79404cd8, Yosys 0.63+post, stock flow scripts
make -C /OpenROAD-flow-scripts/flow DESIGN_CONFIG=/design/flow/config.mk WORK_HOME=/design/flow/orfs finish
```

==> impl_metrics.env <==
# implementation run metrics
export IMPL_io_buffers=56
export IMPL_cts_hold_repair_buffers=0
export IMPL_drv_cap=0
export IMPL_startpoint_to_endpoint_class_of_the_critical_path="primary input to output port"
export IMPL_warnings=102
export IMPL_ys_cells=213
export IMPL_dpl_cell_count=305
export IMPL_power_leakage_nw=0.683
export IMPL_layout_core_utilization_pct=12.7
export IMPL_layout_drive_gt1_share_pct=35.9
export IMPL_slowest_stage="or2_4"
export IMPL_cp_start_kind="primary input"
export IMPL_die_area_sq_um=16400
export IMPL_timing_critical_path_to_type="output port"
export IMPL_fin_crit_ns=1.39
export IMPL_drt_pass1_iterations=4
export IMPL_placement_rows=39
export IMPL_die_height_um=128
export IMPL_detailed_place_hpwl_mm=2.84
export IMPL_drc_errors=0
export IMPL_fin_crit_sh_pct=107
export IMPL_layout_cells_most_common="conb_1"
export IMPL_cellPowerDensity_nw_per_um2=229
export IMPL_area_of_the_core_sq_um=11400
export IMPL_layout_cell_area_non_filler_sq_um=1450
export IMPL_worstPathCellList="buf_8 -> or2_4 -> buf_6 -> o21a_1 -> o22ai_1 -> buf_2"
export IMPL_final_fill_count=1300
export IMPL_cp_data_arrival_time_ns=1.13
export IMPL_drv_slew=0
export IMPL_wire_per_inst_um=10.6
export IMPL_number_of_global_route_vias_before_repair=881
export IMPL_vdd_ir_drop_worst_mv=0.123
export IMPL_achievable_frequency_mhz=721
export IMPL_synthesis_area_sq_um=1550
export IMPL_largest_net_degree_at_the_start_of_global_routing=21
export IMPL_violations="setup timing"
export IMPL_clkbuf_count=0
export IMPL_synthToLayoutAreaGrowth_pct=-6.23
export IMPL_grt_ovfl_total=0
export IMPL_postSynthSeqShare_pct=0
export IMPL_setup_slack_ns=-0.0869
export IMPL_fin_hold_viols=0
export IMPL_detailed_place_area_sq_um=1290
export IMPL_drt_iter0_markers=33
export IMPL_routed_via_density=2.52
export IMPL_worst_path_largest_cell_delay_ns=0.25
export IMPL_diodes=0
export IMPL_synth_yosys_chip_area_sq_um=1550
export IMPL_timing_critical_path_required_ns=1.04
export IMPL_setup_viol=2
export IMPL_layout_top_cells_excl_fill_tap="conb_1 (52), clkdlybuf4s50_1 (30), buf_4 (16), buf_6 (13), buf_2 (8)"
export IMPL_die_width_um=128
export IMPL_worstHoldPathType="primary input to output port"
export IMPL_place_gp_congestion=0.673
export IMPL_min_path_cells=0
export IMPL_yosys_warnings=2050
export IMPL_synth_lib_cells_used_distinct=27
export IMPL_antenna_found_initial=0
export IMPL_post_synth_inst_count=213
export IMPL_critical_path_max_fanout=4
export IMPL_grt_pass1_wl_mm=4.53
export IMPL_final_instance_count_excl_fill=313
export IMPL_grt_setup_unrepaired="true"
export IMPL_p_total_w=0.000331
export IMPL_fp_util_pct=13.5
export IMPL_postRouteWirelength_mm=3.30
export IMPL_ant_nets=0
export IMPL_register_area_sq_um=0
export IMPL_run_status="complete, but fails checks"
export IMPL_groute_usage_overall_pct=3.31
export IMPL_design_seq_count=0
export IMPL_synthesized_area_per_cell_sq_um=7.25
export IMPL_vias_post_dr=790
export IMPL_ios=287
## stage by stage
stage	setup WS (ns)	TNS, ns	hold slack [ns]
2_1_floorplan	0.213	0	0.554
3_3_place_gp	-0.786	-22.33	0.520
3_5_place_dp	-0.817	-22.77	0.520
4_1_cts	-0.114	-0.114	0.520
5_1_grt	-0.109	-0.225	0.520
6_report	-0.0869	-0.114	0.520
## worst paths after layout
path                  slack (ns)             from       endpoint
worst min-delay path        0.52  instruction[28]      OpCode[2]
worst max-delay path       -0.09  instruction[24]  Reg_Data_1[1]
## final cells by class
type	count	area (sq um)	area share (%)
inverters	1	6.26	0.432
multi-input cells	90	528	36.4
well taps	143	179	12.3
repair buffers	79	736	50.8
## routing by layer
metal | GRT usage [%] | routed length [um] | vias up
li1 | - | - | 357
met1 | 3.28 | 1090 | 334
met2 | 5.11 | 1490 | 84
met3 | 2.14 | 564 | 15
met4 | 1.99 | 164 | 0
met5 | 0 | 0 | -
## synth_stat cells, types with 2 or more instances
cell / number / area, sq um
nor2_1: 8 / 30.0
xor2_1: 4 / 35.0
nand2_1: 2 / 7.51
buf_4: 171 / 1280
o21ai_0: 4 / 20.0
buf_2: 2 / 10.0
o21a_1: 2 / 15.0
## power by group
group          switching (W)  internal (W)
logic               0.000115      0.000216
clock network              0             0
registers                  0             0
total               0.000115      0.000216
## critical path, delay by kind of cell
family	cells	cell delay (ns)
simple gates	1	0.25
compound gates	2	0.28
buf+inv	3	0.34
## logic make-up (layout without fill, tap and decap cells)
group	Yosys count	count (layout)	synth area share (%)
AOI/OAI and AO/OA	11	11	4.45
xor gates and xnor gates	4	4	2.27
buffers and inverters	174	80	84.0
muxes	1	1	0.729
other	1	52	0.243
and+or+nand+nor	22	22	8.34
## timing repair
action,CTS,global route
endpoints found under the setup margin,46,11
buffers inserted,7,3
resized,107,20
pin swaps,11,10
No activity file was given, so power comes from the tool's default toggle rates.
